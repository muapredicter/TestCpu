**flow/design.v**
```verilog
module MIOC(
	input wire memCe,
	input wire memWr,
	input wire [31:0] memAddr,
	input wire [31:0] wtData,
	input wire[31:0] ramRdData,
	input wire[31:0] ioRdData,
	output reg[31:0] rdData,
	output reg ramCe,
	output reg ramWe,
	output reg [31:0] ramAddr,
	output reg[31:0] ramWtData,
	output reg ioCe,
	output reg ioWe,
	output reg[31:0] ioAddr,
	output reg [31:0] ioWtData
);
	always@(*)
		if(memCe == 1'b1)
			if(memAddr >= 32'h7000_0000 && memAddr<32'h8000_0000)
				begin
					ioCe= 1'b1;
					ioWe = memWr;
					ioAddr = memAddr;
					ramCe= 1'b0;
					ramWe = 1'b0;
					ramAddr = 0;
				end
			else
				begin
					ioCe = 1'b0;
					ioWe= 1'b0;
					ioAddr = 0;
					ramCe= 1'b1;
					ramWe = memWr;
					ramAddr = memAddr;
				end
		else
			begin
				ioCe= 1'b0;
				ioWe= 1'b0;
				ioAddr = 0;
				ramCe= 1'b0;
				ramWe = 1'b0;
				ramAddr = 0;
			end
	always@(*)
		if(memCe == 1'b1)
			if(ramCe ==1'b1)
				begin
					rdData= ramRdData;
					ramWtData = wtData;
					ioWtData= 0;
				end
			else
				begin
					rdData = ioRdData;
					ramWtData= 0;
					ioWtData=wtData;
				end
		else
			begin
				rdData= 0;
				ramWtData= 0;
				ioWtData= 0;
			end
endmodule
```
**flow/run.sh**
```bash
#!/bin/bash
# OpenROAD 26Q1-2900-gdf79404cd8, Yosys 0.63+post, stock flow scripts
make -C /OpenROAD-flow-scripts/flow DESIGN_CONFIG=/design/flow/config.mk WORK_HOME=/design/flow/orfs finish
```
**flow/config.mk**
```make
export PLATFORM = sky130hd
export DESIGN_NAME = MIOC
export DESIGN_NICKNAME = MIOC
export VERILOG_FILES = /design/flow/design.v
export SDC_FILE = /design/flow/constraint.sdc
export NUM_CORES = 4
export LEC_CHECK = 1
export CORE_AREA = 10 10 121 121
export DIE_AREA = 0 0 131 131
```
**flow/constraint.sdc**
```tcl
current_design MIOC

set clk_period 8.4
set clk_io_pct 0.2

create_clock -name clk0 -period $clk_period

set non_clock_inputs [all_inputs -no_clocks]
set_input_delay [expr $clk_period * $clk_io_pct] -clock clk0 $non_clock_inputs
set_output_delay [expr $clk_period * $clk_io_pct] -clock clk0 [all_outputs]
```
==> results.py <==
# Auto-generated metrics
metrics = {
    "status": {
        "status": "finished, final reports clean",
    },
    "global_routing": {
        "first_global_vias": 2706,
        "grt_use_met2_pct": 21.4,
        "antenna_found_initial": 0,
        "grt.busiest_layer": "met2",
        "grt-ovfl-total": 0,
        "met3_usage_pct": 4.37,
        "grt_max_degree": 110,
        "grt_pass1_wl_um": 15800,
        "grt_usage_pct": 11.5,
        "met1_usage_pct": 12.8,
    },
    "detailed_routing": {
        "vias": 2840,
        "routed_wl_um": 11600,
        "drt-pass1-iter-count": 4,
        "avgViaCountPerCell": 4.09,
        "ant_nets": 0,
        "dr.first_iter.drc_count": 103,
        "detail_route.wl_per_cell_um": 16.8,
        "drc": 0,
        "antenna_cells": 0,
    },
    "placed_design": {
        "placed_area_mm2": 0.00457,
        "portBuffers": 293,
        "place.gp.congestion": 0.827,
        "place_ws_ns": 2.42,
        "hpwl_um": 9710,
        "place_inst": 694,
    },
    "timing": {
        "finalClockPeriodUsage_pct": 71.0,
        "setup_viol": 0,
        "rsz0062_at_grt": "false",
        "tightest_slew_ns": 0.733,
        "setup_ws_ns": 2.43,
        "slew_violations": 0,
        "hold_violations": 0,
        "min_period_ns": 5.97,
        "max_slew_margin_pct": 51.1,
        "setup_tns_ns": 0,
        "timing.fmax_mhz": 168,
        "holdWs_ns": 4.28,
    },
    "critical_path": {
        "cp_top_family": "buffers and inverters",
        "cp_data_arrival_time_ns": 4.29,
        "critPathKind": "in -> out",
        "startpoint_type": "input port",
        "path_cells": "clkdlybuf4s50_1 -> and4b_4 -> buf_4 -> mux2i_1 -> clkdlybuf4s50_1",
        "timing.critical_path.mode_cell": "clkdlybuf4s50_1",
        "required_ns": 6.72,
        "cp_slowest_cell": "and4b_4",
        "crit_fanout": 58,
        "worstSetupEndpointType": "output pin",
        "critPathBufInv": 3,
        "critical_path.max_stage_delay_ns": 0.71,
    },
    "hold_path": {
        "min_path_type": "in -> out",
    },
    "die": {
        "coreArea_mm2": 0.0121,
        "initCoreUtil_pct": 13.4,
        "chipArea_mm2": 0.0172,
        "dieWidth_um": 131,
        "die_y_um": 131,
        "ios": 294,
        "row_count": 40,
    },
    "yosys": {
        "yosysSeqAreaShare_pct": 0,
        "syn_inst": 270,
        "syn_area_mm2": 0.00162,
        "yosysChipArea_mm2": 0.00162,
        "ys_cells": 270,
        "synth.distinct_cells": 12,
        "yosys_warnings": 1,
        "avgSynthCellArea_um2": 6.01,
    },
    "finish": {
        "stdcell_area_mm2": 0.00457,
        "area_delta_synth_final_pct": 182,
        "ff_count": 0,
        "finalNonFillerCells": 694,
        "nClkBuffers": 0,
        "drive_above_1_share_pct": 0.951,
        "flop_area_um2": 0,
        "fillers": 1247,
        "combGateArea_mm2": 0.00141,
    },
    "cts": {
        "postCtsSetupRepairBufs": 0,
        "cts_resized": 0,
        "ctsHoldBuffers": 0,
    },
    "power": {
        "ir_drop_v": 0.0000187,
        "p_leak_nw": 2.04,
        "power_density_mw_per_mm2": 35.9,
    },
    "job": {
        "warning_count": 34,
        "max_cap_violations": 0,
    },
}
[placed cells by master (no fill, tap or decap)]
cell type,instances
clkdlybuf4s50_1,292
and3_1,125
nand2_1,64
mux2i_1,32
and2_1,6
buf_4,4
nand4b_1,1
and4b_4,1
conb_1,1
[where the power goes]
group / leakage [nW] / total, mW / switching, mW / internal (mW)
clock network: 0 / 0 / 0 / 0
logic: 2.04 / 0.164 / 0.0452 / 0.119
registers: 0 / 0 / 0 / 0
total: 2.04 / 0.164 / 0.0452 / 0.119
[worst paths after layout]
check                    end         start  depth (start not counted)  slack (ns)
setup / recovery  rdData[23]   memAddr[31]                          5        2.43
hold / removal     rdData[6]  ramRdData[6]                          4        4.28
[per-stage QoR]
stage | total power, mW | util (%)
after detailed placement | 0.166 | 37.9
after CTS | 0.167 | 37.9
final | 0.164 | 37.9
after global placement | 0.165 | 37.9
after global routing | 0.179 | 37.9
after floorplan | 0.0373 | -
[cells by family (layout without fill, tap and decap cells)]
kind of cell | Yosys count | in the layout | share of synthesized area, %
mux | 32 | 32 | 19.8
simple gates | 197 | 197 | 66.5
buf+inv | 40 | 296 | 13.5
other cells | 1 | 1 | 0.231
[cell usage after synthesis (all sizes together)]
cell,instances,share of area (%)
and4b,1,0.62
and2,6,2.3
nand4b,1,0.54
clkbuf,28,6.5
nand2,64,15
mux2i,32,20
and3,125,48
buf,12,7.0
conb,1,0.23
[metal layers]
metal,wire length (um),vias to the layer above,part of all wire [%]
met5,0,-,0
met4,0,0,0
met3,1560,0,13
met2,5750,159,49
met1,4330,1234,37
li1,-,1447,-
[final cells by class]
cell class / instances / area share (%)
Tap cell: 168 / 4.60
Multi-Input combinational cell: 230 / 30.8
Timing Repair Buffer: 296 / 64.6
[tightest hold or removal path: stages]
cell and delay (ns):
clkdlybuf4s50_1 0.39, nand2_1 0.06, mux2i_1 0.06, clkdlybuf4s50_1 0.40
Power is estimated from default activity; no workload was simulated.
