[design.v]
module EX_MEM(
    input wire clk,
    input wire rst, 
    input wire[5:0] stall,		 
	input wire[31:0] inst_i,	 
    input reg [31:0] regcData_i,
    input wire regcWrite_i,
    input wire [4:0] regcAddr_i,
	input wire [5:0] op_i,
    input wire [31:0] memAddr_i,
    input wire [31:0] memData_i,
	output reg[31:0] inst_o,	 
    output reg [31:0] regcData_o,
    output reg regcWrite_o,
    output reg [4:0] regcAddr_o,
	output reg [5:0] op_o,
    output reg [31:0] memAddr_o,
    output reg [31:0] memData_o
);
    always@(posedge clk)
		begin
			if(rst==1)
				begin
					inst_o=32'b0000;
					regcData_o=0;
					regcWrite_o=0;
					regcAddr_o=0;
					op_o=6'b000000;
					memAddr_o=0;
					memData_o=0;
				end
        	else if(stall[3]==1'b1&&stall[4]==1'b0) 
            	begin
					inst_o=32'b0000;
					regcData_o=0;
					regcWrite_o=0;
					regcAddr_o=0;
					op_o=6'b000000;
					memAddr_o=0;
					memData_o=0;
				end
        	else if(stall[3]==1'b0)
            	begin
					inst_o=inst_i;
					regcData_o=regcData_i;
					regcWrite_o=regcWrite_i;
					regcAddr_o=regcAddr_i;
					op_o=op_i;
					memAddr_o=memAddr_i;
					memData_o=memData_i;
				end
		end
endmodule
[run.sh]
#!/bin/bash
# OpenROAD 26Q1-2900-gdf79404cd8, Yosys 0.63+post, stock flow scripts
make -C /OpenROAD-flow-scripts/flow DESIGN_CONFIG=/design/flow/config.mk WORK_HOME=/design/flow/orfs finish
[config.mk]
export PLATFORM = sky130hd
export DESIGN_NAME = EX_MEM
export DESIGN_NICKNAME = EX_MEM
export VERILOG_FILES = /design/flow/design.v
export SDC_FILE = /design/flow/constraint.sdc
export NUM_CORES = 4
export LEC_CHECK = 1
export CORE_AREA = 10 10 182 182
export DIE_AREA = 0 0 192 192
[constraint.sdc]
current_design EX_MEM

set clk_period 7.5
set clk_io_pct 0.2

create_clock -name clk0 -period $clk_period [get_ports {clk}]

set non_clock_inputs [all_inputs -no_clocks]
set_input_delay [expr $clk_period * $clk_io_pct] -clock clk0 $non_clock_inputs
set_output_delay [expr $clk_period * $clk_io_pct] -clock clk0 [all_outputs]
==> impl_metrics.yaml <==
# yosys + openroad results
setup_path:
  path_depth: 5
  crit_fanout: 79
  crit_chain: "buf_6, buf_4, buf_4, nand2b_1, a21oi_1"
  critical_path.slowest_cell: "sky130_fd_sc_hd__buf_4"
  r2r_start: "memAddr_o[28]"
  required_time_at_the_worst_slack_endpoint_ns: 7.78
  cell_count_of_the_worst_reg_to_reg_path: 2
  critical_path.endpoint_type: "flip-flop"
  ff2ff_setup_slack_ns: 6.82
  critical_path.endpoint: "memData_o[17]"
  setup.worst_path.start_class: "input port"
  path_class: "input port to flip-flop"
  cell_seen_most_often_among_critical_path_stages: "sky130_fd_sc_hd__buf_4"
  worst_ep_arrival_time_ns: 3.43
  critical_path.reg2reg.endpoint: "memAddr_o[28]"
  critical-path-top-delay-family: "buffers and inverters"
  worstPathBufferInverterCount: 3
  crit_start: "stall[3]"
  timing.critical_path.slowest_cell_delay_ns: 0.64
timing:
  setup_clock_skew_after_layout_ns: 0
  grt_setup_unrepaired: "no"
  finalSetupViolCount: 0
  timing_max_transition_violations_final: 0
  min_period_over_period_pct: 41.9
  slew-limit-headroom_pct: 54.0
  timing.setup.tns_ns: 0
  final_report_hold_violation_count: 0
  fmax_mhz: 318
  setup_slack_ns: 4.35
  slew_at_the_pin_closest_to_its_max_slew_limit_ns: 0.689
  final.hold.worst_slack_ns: 0.473
  min_period_ns: 3.15
logic_synthesis:
  post_synth_ao_oa_area_fraction_pct: 13.6
  synth.cells.most_frequent: "sky130_fd_sc_hd__dfxtp_1, sky130_fd_sc_hd__nand2b_1, sky130_fd_sc_hd__a21oi_1"
  synthesis.area_per_instance_um2: 9.11
  dominant_cell_type_by_area_after_synthesis: "sky130_fd_sc_hd__dfxtp_1"
  edf_count: 0
  mappedNetlistArea_mm2: 0.00568
  yosys.cell_types.count: 12
  synth-xor-area-share_pct: 0
  synthesis.instances: 623
  yosys.stat.seqShare_pct: 49.4
  synth_stat.cells: 623
  yosys_warnings: 1
  yosys.stat.chipArea_mm2: 0.00568
  postSynth.asyncResetShare_pct: 0
  yosys.area_share.adder_pct: 0
  yosys-top-cells-area: "sky130_fd_sc_hd__dfxtp_1, sky130_fd_sc_hd__nand2b_1, sky130_fd_sc_hd__a21oi_1, sky130_fd_sc_hd__nand3_1, sky130_fd_sc_hd__nand3_2"
  yosys_register_bits: 140
  muxShareOfSynthArea_pct: 0
  simple_gate_share_pct: 29.5
  synth.comb.largest_family: "simple AND/OR/NAND/NOR gates"
  ff_type: "sky130_fd_sc_hd__dfxtp_1"
  synth.top_cell.area_share_pct: 49.4
cts:
  clockRootBuffer: "sky130_fd_sc_hd__clkbuf_16"
  cts_hold_buffers: 0
  clk_latency_ns: 0.41
  numCtsBuffers: 17
  count_of_cells_resized_by_post_cts_repair: 0
  cts_sinks: 140
  tritoncts: "done"
  cts-root-to-sink-buffers: 2
  post_cts.repair.setup_buffers: 0
  worst_setup_hold_path_clk_slew_ns: 0.07
  h-tree-depth: 4
run_status:
  status: "completed"
route:
  vias_per_cell: 4.09
  vias: 5197
  wirelength_um: 20500
  wirelength_per_cell_um: 16.1
  drt-pass1-iter-count: 6
  drtIter0Drc: 183
  drt_drc_violations_left: 0
  antenna_left: 0
finish:
  area_growth_pct: 63.6
  fill_cells: 2967
  drive_above_1_share_pct: 9.07
global_route:
  grt_antenna_before_repair: 4
  total_routing_resource_utilization_after_global_routing_pct: 10.6
  first_global_vias: 5011
  global_route.overflow_total: 0
  grt_first_pass_wirelength_um: 30100
  grt_start_max_net_pins: 81
power_and_ir_drop:
  power_per_cell_area_mw_per_mm2: 216
  static_leak_nw: 3.15
  ir_worst_vdd_mv: 0.125
  finalPower_mw: 2.00
floorplanning:
  initial_core_util_pct: 19.6
  die-area_mm2: 0.0369
  die_x_um: 192
  boundaryPins: 288
  floorplan.rows: 62
  dieHeight_um: 192
  fp.coreArea_mm2: 0.0289
worst_hold_path:
  worst_hold_path_type: "flip-flop to flip-flop"
placement:
  dp_worst_setup_slack_ns: 3.89
  dp.final_hpwl_um: 14500
  place.port_buffers: 283
  gp_congestion: 0.780
job:
  max-cap-violations: 0
  warning_count: 29
-- per-stage QoR --
| step | std cells | util [%] | area, µm² |
|---|---|---|---|
| 4_1_cts | 1266 | 32.0 | 9270 |
| 2_1_floorplan | 623 | - | 5680 |
| 3_5_place_dp | 1234 | 29.8 | 8610 |
| 3_3_place_gp | 1234 | 29.8 | 8610 |
| 6_report | 1271 | 32.1 | 9280 |
| 5_1_grt | 1268 | 32.1 | 9280 |
-- layout make-up --
class                      count  area (µm²)  share of cell area, %
timing repair buffer         290        2880                   31.0
sequential                   140        2800                   30.2
multi-input combinational    420        2450                   26.4
tap                          384         480                   5.18
clock buffer                  19         443                   4.77
clock inverter                13         214                   2.30
antenna                        5        12.5                  0.135
-- where the power goes --
part	total, mW	switching (mW)	internal (mW)	leakage [nW]
clock	0.957	0.354	0.603	0.314
combinational	0.248	0.0905	0.158	1.69
sequential	0.798	0.0181	0.780	1.15
total	2.00	0.463	1.54	3.15
-- registers in the layout, indices dropped and copies added, names as in the netlist --
name / cells
inst_o: 32
memAddr_o: 32
memData_o: 32
regcAddr_o: 5
op_o: 6
regcWrite_o: 1
regcData_o: 32
-- how the worst min path moves through the flow --
stage              from       endpoint  slack, ns  cells past startpoint
6_report  memData_o[28]  memData_o[28]       0.47                      2
5_1_grt    memData_o[5]   memData_o[5]       0.50                      2
4_1_cts   memData_o[28]  memData_o[28]       0.48                      2
-- cells in the final DEF (no fill, tap or decap), types with 2 or more instances in the layout --
master and instances:
sky130_fd_sc_hd__clkbuf_16 17, sky130_fd_sc_hd__a21oi_1 121, sky130_fd_sc_hd__bufinv_16 5, sky130_fd_sc_hd__dfxtp_1 140, sky130_fd_sc_hd__clkinv_4 3, sky130_fd_sc_hd__inv_6 2, sky130_fd_sc_hd__nand3_2 20, sky130_fd_sc_hd__clkinvlp_4 2
sky130_fd_sc_hd__clkdlybuf4s50_1 280, sky130_fd_sc_hd__nand2b_1 140, sky130_fd_sc_hd__nand3_1 120, sky130_fd_sc_hd__diode_2 5, sky130_fd_sc_hd__a21oi_2 19, sky130_fd_sc_hd__buf_4 9
-- layer usage --
metal  share of wire, %  vias to the layer above  wire length (µm)  GRT usage [%]
li1                   -                     2607                 -              -
met1                 42                     2384              8630           13.3
met2                 45                      194              9240           16.6
met3                 12                       12              2430           4.92
met4               0.99                        0               203           1.55
met5                  0                        -                 0              0
-- worst reg2reg max path, delay by kind of cell (launching register included) --
kind | cells | cell delay [ns]
DFF | 1 | 0.35
and+or+nand+nor | 1 | 0.09
AOI/OAI and AO/OA | 1 | 0.17
-- kinds of logic (layout without fill, tap and decap cells) --
| logic type | Yosys count | count (layout) |
|---|---|---|
| buf+inv | 63 | 322 |
| flops | 140 | 140 |
| other cells | 0 | 5 |
| simple gates | 280 | 280 |
| compound gates | 140 | 140 |
Power is estimated from default activity; no workload was simulated.
