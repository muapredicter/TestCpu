==> flow/design.v <==
module IO(
    input wire ce,
    input wire clk,
    input wire we,
    input wire [31:0] addr,
    input wire [31:0] wtData,
    output reg [31:0] rdData,
    input wire key,  
    output reg [15:0] led   
);
    reg [31:0] iomem [1023 : 0];  
        always@(*)
            if(ce == 1'b0)
                rdData = 0;
            else if(we == 1'b0) begin 
                case(addr) 
                    32'h0x70000010:
                        rdData = {30'h0, key};
                endcase
                end
            else ;
        always@(posedge clk)
            if(ce == 1'b1 && we == 1'b1) begin
                case(addr) 
                    32'h0x70000040:
                        led = wtData[15:0];
                endcase
                end
            else 
                led = 4'h0000;
endmodule
==> flow/run.sh <==
#!/bin/bash
# OpenROAD 26Q1-2900-gdf79404cd8, Yosys 0.63+post, stock flow scripts
make -C /OpenROAD-flow-scripts/flow DESIGN_CONFIG=/design/flow/config.mk WORK_HOME=/design/flow/orfs finish
==> flow/config.mk <==
export PLATFORM = sky130hd
export DESIGN_NAME = IO
export DESIGN_NICKNAME = IO
export VERILOG_FILES = /design/flow/design.v
export SDC_FILE = /design/flow/constraint.sdc
export NUM_CORES = 4
export LEC_CHECK = 1
export CORE_AREA = 10 10 77 77
export DIE_AREA = 0 0 87 87
==> flow/constraint.sdc <==
current_design IO

set clk_period 3.1
set clk_io_pct 0.2

create_clock -name clk0 -period $clk_period [get_ports {clk}]

set non_clock_inputs [all_inputs -no_clocks]
set_input_delay [expr $clk_period * $clk_io_pct] -clock clk0 $non_clock_inputs
set_output_delay [expr $clk_period * $clk_io_pct] -clock clk0 [all_outputs]
==> load_flow_metrics.sql <==
-- load yosys + openroad results
INSERT INTO impl_metrics (metric_group, metric, value, unit) VALUES
('outcome', 'run_status', 'finished clean', ''),
('global_route', 'number_of_global_route_vias_before_repair', '1152', ''),
('cells_and_area', 'fillerInstances', '420', ''),
('placement', 'placed_cells', '239', ''),
('final_timing', 'unclocked_pins', '1', ''),
('detailed_routing', 'via_count', '1049', ''),
('final_timing', 'fin_worst_hold_slack', '0.4726', 'ns'),
('cells_and_area', 'final_design_area_no_fill', '1708', 'um^2'),
('global_route', 'antenna_found_initial', '0', ''),
('setup_path', 'worstSetupStartpointType', 'input pin', ''),
('die', 'fp_util', '0.2500', ''),
('die', 'num_io_pins', '116', ''),
('logic_synthesis', 'synth_cells', '125', ''),
('clocking', 'cts_hold_buffers', '0', ''),
('die', 'core_area', '4354', 'um^2'),
('final_timing', 'worst_slack', '0.8691', 'ns'),
('final_timing', 'final-max-slew-violation-count', '0', ''),
('logic_synthesis', 'synth-main-ff-cell', 'dfxtp_1', ''),
('setup_path', 'setup.worst_path.class', 'input pin to flip-flop', ''),
('detailed_routing', 'antenna_cells_inserted', '0', ''),
('final_timing', 'fmax', '0.4483', 'GHz'),
('die', 'die_h', '87', 'um'),
('detailed_routing', 'via_per_inst', '4.317', ''),
('clocking', 'post-cts-setup-buffer-count', '0', ''),
('final_timing', 'worstMarginPinSlew', '0.6046', 'ns'),
('clocking', 'cts_tree', 'done', ''),
('detailed_routing', 'postRouteAntennaNets', '0', ''),
('clocking', 'post_cts_resized', '0', ''),
('logic_synthesis', 'yosysChipArea', '1089', 'um^2'),
('die', 'rows', '24', ''),
('global_route', 'globalRouteTotalUtil', '0.09462', ''),
('final_timing', 'finClkSkew', '0', 'ns'),
('logic_synthesis', 'ys_cells', '125', ''),
('logic_synthesis', 'async_sr_flop_fraction', '0', ''),
('final_timing', 'rsz0062_at_grt', 'no', ''),
('final_timing', 'final.setup.tns', '0', 'ns'),
('power_and_ir_drop', 'reported_leakage_power', '0.6002', 'nW'),
('logic_synthesis', 'netlist_top_cells_count', 'buf_4, nand4_1, a21oi_1, dfxtp_1, o21ai_0', ''),
('global_route', 'grt_start_max_net_pins', '18', ''),
('clocking', 'cts_root_buf', 'clkbuf_8', ''),
('placement', 'hpwl', '3.016', 'mm'),
('die', 'die_area', '7569', 'um^2'),
('placement', 'port_buffers', '68', ''),
('setup_path', 'setup.worst_path.end_class', 'flip-flop', ''),
('die', 'die_w', '87', 'um'),
('logic_synthesis', 'post-synth-top-area-cell', 'dfxtp_1', ''),
('hold_path', 'hp-class', 'flip-flop to flip-flop', ''),
('cells_and_area', 'syn2layout_area_growth', '56.90', '%'),
('power_and_ir_drop', 'ir_worst_vdd', '0.0001498', 'V'),
('setup_path', 'cell_by_cell_listing_of_the_critical_path', 'clkdlybuf4s50_1 -> nor4b_2 -> nand4_1 -> o21ai_0 -> a21oi_1', ''),
('logic_synthesis', 'synth_area_per_cell', '8.708', 'um^2'),
('detailed_routing', 'drt_drc_violations_left', '0', ''),
('cells_and_area', 'final_util', '0.3922', ''),
('clocking', 'cts.clk_slew.worst_paths', '0.06', 'ns'),
('power_and_ir_drop', 'power_density', '277.5', 'nW/um^2'),
('flow_run', 'timing.max_cap.violations', '0', ''),
('logic_synthesis', 'post_synthesis_register_bit_count', '17', ''),
('clocking', 'clock.latency.late_pin', '0.24', 'ns'),
('placement', 'routabilityCongestion', '0.7335', ''),
('logic_synthesis', 'synth-edff-count', '0', ''),
('cells_and_area', 'drive_gt1_frac', '0.07853', ''),
('clocking', 'tritoncts_buffers', '3', ''),
('detailed_routing', 'drt-pass1-iter-count', '4', ''),
('logic_synthesis', 'number_of_library_cell_types_mapped_by_synthesis', '24', ''),
('final_timing', 'number_of_unconstrained_endpoints', '2', ''),
('flow_run', 'number_of_warnings_in_the_stage_logs', '41', ''),
('logic_synthesis', 'yosysMostFrequentCell', 'buf_4', ''),
('global_route', 'grt_overflow', '0', ''),
('detailed_routing', 'routed_len_inst', '15.21', 'um'),
('logic_synthesis', 'netlist_area_before_placement', '1089', 'um^2');
## logic make-up after synthesis
kind of cell           after synthesis  synth area share
buffers and inverters               41            0.3011
DFF                                 16            0.2943
latches                              1           0.01379
and+or+nand+nor                     33            0.2322
AOI/OAI and AO/OA                   33            0.1552
other                                1          0.003445
## final timing paths
check	start	to	depth (start not counted)	slack, ns
setup / recovery	addr[1]	led[2]$_SDFFE_PN0N_	5	0.87
hold reg to reg	led[6]$_SDFFE_PN0N_	led[6]$_SDFFE_PN0N_	2	0.47
hold / removal	led[6]$_SDFFE_PN0N_	led[6]$_SDFFE_PN0N_	2	0.47
setup reg to reg	led[8]$_SDFFE_PN0N_	led[8]$_SDFFE_PN0N_	2	2.47
## per-layer routing
metal	vias to the layer above	GRT usage	routed length (um)
met2	48	0.1732	1963
met4	0	0.007364	31
met3	2	0.03679	332
met1	471	0.1039	1368
met5	-	0	0
li1	528	-	-
## state kept, by name, indices dropped and copies added, names as in the netlist
name,count
led,16
rdData,1
## where the power goes
part | leakage (nW) | switching [mW] | internal (mW)
Combinational | 0.435 | 0.0235 | 0.0619
Clock | 0.0288 | 0.0695 | 0.112
Sequential | 0.137 | 0.0000755 | 0.206
## worst max-delay path, delay by kind of cell
kind / cells / cell delay [ns]
AND/OR/NAND/NOR: 2 / 0.85
AND-OR/OR-AND: 2 / 0.45
buffers and inverters: 1 / 0.41
## placed cells by master (no fill, tap or decap)
master,count
clkdlybuf4s50_1,68
nand4_1,18
a41oi_1,1
and4bb_2,1
dfxtp_1,16
conb_1,31
nor2b_1,1
nand2_1,1
and2_1,1
nor4b_1,1
inv_1,1
dlxtn_1,1
and4_1,2
nor4_2,5
nor4b_2,1
a21oi_1,16
nor2_1,2
clkbuf_8,4
buf_4,4
o21ai_0,16
## area by class of cell
type / instances / area (um^2) / area share
inverter: 1 / 3.754 / 0.002198
clock buffer: 4 / 55.05 / 0.03223
tap: 52 / 65.06 / 0.03810
sequential: 17 / 335.3 / 0.1963
timing repair buffer: 72 / 710.7 / 0.4161
multi-input combinational: 97 / 538.0 / 0.3150
No activity file was given, so power comes from the tool's default toggle rates.
